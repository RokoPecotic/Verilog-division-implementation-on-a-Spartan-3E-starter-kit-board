==> design/flow/config.mk <==
export PLATFORM = sky130hd
export DESIGN_NAME = division
export DESIGN_NICKNAME = division
export VERILOG_FILES = /design/flow/design.v
export SDC_FILE = /design/flow/constraint.sdc
export NUM_CORES = 4
export LEC_CHECK = 1
export CORE_UTILIZATION = 50
==> design/flow/constraint.sdc <==
current_design division

set clk_period 6.1
set clk_io_pct 0.2

create_clock -name clk0 -period $clk_period [get_ports {clk}]

set non_clock_inputs [all_inputs -no_clocks]
set_input_delay [expr $clk_period * $clk_io_pct] -clock clk0 $non_clock_inputs
set_output_delay [expr $clk_period * $clk_io_pct] -clock clk0 [all_outputs]
==> design/flow/design.v <==
`timescale 1ns / 1ps
module debounce(input pb_1,clk,output pb_out);
	wire slow_clk_en;
	wire Q1,Q2,Q2_bar,Q0;
	clock_enable u1(clk,slow_clk_en);
	my_dff_en d0(clk,slow_clk_en,pb_1,Q0);
	my_dff_en d1(clk,slow_clk_en,Q0,Q1);
	my_dff_en d2(clk,slow_clk_en,Q1,Q2);
	assign Q2_bar = ~Q2;
	assign pb_out = Q1 & Q2_bar & slow_clk_en;
endmodule
module clock_enable(input Clk_100M,output slow_clk_en);
    reg [26:0]counter=0;
		 always @(posedge Clk_100M)
		 begin
			 counter <= (counter>=249999)?0:counter+1;
		 end
    assign slow_clk_en = (counter == 249999)?1'b1:1'b0;
endmodule
module my_dff_en(input DFF_CLOCK, clock_enable,D, output reg Q=0);
    always @ (posedge DFF_CLOCK) begin
			if(clock_enable==1) 
				Q <= D;
    end
endmodule 
`timescale 1ns / 1ps
module division(input [3:0] sw, input clk, btn, reset, output reg [7:0] led);
  reg [7:0] dividend = 0;
  reg [7:0] divisor = 0;
  reg [7:0] quotient = 0;
  reg [7:0] remainder = 0;
  reg [3:0] btn_counter = 0;
  integer n = 8;
  integer counter = 8 - 1;
  wire pb_out;
  debounce db (.pb_1(btn), .clk(clk), .pb_out(pb_out));
	always @(posedge clk) begin
	if (reset) begin
		btn_counter <= 0;
		dividend <= 0;
		divisor <= 0;
	end
   if (pb_out) begin
      if (btn_counter == 0) begin
        dividend[7:4] <= sw[3:0];
      end else if (btn_counter == 1) begin
        dividend[3:0] <= sw[3:0];
      end else if (btn_counter == 2) begin
        divisor[7:4] <= sw[3:0];
      end else if (btn_counter == 3) begin
        divisor[3:0] <= sw[3:0];
      end
      btn_counter <= btn_counter + 1;
    end
  end
  always @(posedge clk) begin
  	if (reset) begin
		counter = 7;
		led <= 0;
		quotient = 0;
		remainder = 0;
	end
    if (btn_counter > 3) begin
      if (divisor > dividend) begin
        quotient = 8'b0;
        remainder = dividend;
      end
      else begin
        if ((counter >= 0) && (counter < n)) begin
          remainder = (remainder << 1) | ((dividend >> counter) & 1);
          quotient = quotient << 1;
          if (remainder >= divisor) begin
            remainder = remainder - divisor;
            quotient = quotient | 1;
          end
          counter = counter - 1;
        end
      end
      if (btn_counter == 4) begin
        led <= quotient;
      end
      else if (btn_counter > 4) begin
        led <= remainder;
      end
    end
  end
endmodule
==> design/flow/run.sh <==
#!/bin/bash
# OpenROAD 26Q1-2900-gdf79404cd8, Yosys 0.63+post, stock flow scripts
make -C /OpenROAD-flow-scripts/flow DESIGN_CONFIG=/design/flow/config.mk WORK_HOME=/design/flow/orfs finish
==> flow_metrics.env <==
# source this file to load flow results
export IMPL_die_h_um=104
export IMPL_async_flop_share_pct=0
export IMPL_mostFrequentLayoutCell="dfxtp_1"
export IMPL_peakVddDrop_uv=161
export IMPL_simple_gate_area_share_pct=18.6
export IMPL_tool_warnings=28
export IMPL_dp_cells=713
export IMPL_cts_setup_buffers=0
export IMPL_fmax_mhz=236
export IMPL_aoi_share_pct=17.1
export IMPL_critPathCaptureType="flop"
export IMPL_top_logic_kind="simple AND/OR/NAND/NOR gates"
export IMPL_htreeDepth=3
export IMPL_cpMostUsedCell="a21oi_1"
export IMPL_drc=0
export IMPL_syn_to_final_growth_pct=8.68
export IMPL_grt_max_degree=58
export IMPL_hold_path_class="flop to flop"
export IMPL_num_rows=36
export IMPL_avgSynthCellArea_um2=8.94
export IMPL_slowest_stage="a2111oi_2"
export IMPL_chipArea_mm2=0.0107
export IMPL_yosys_area_top_type="dfxtp_1"
export IMPL_ys_area_mm2=0.00516
export IMPL_drtAntennaViolNets=0
export IMPL_pin_count=15
export IMPL_arrival_ns=4.47
export IMPL_drt_vias_per_instance=5.53
export IMPL_wire_per_inst_um=15.2
export IMPL_io_buffer_count=14
export IMPL_ctsHoldBuffers=0
export IMPL_fp_util_pct=52.1
export IMPL_first_pass_iters=4
export IMPL_rsz0062_at_grt="false"
export IMPL_max_stage_delay_ns=0.48
export IMPL_crit_chain="buf_2 > clkinv_1 > a21oi_1 > a21oi_1 > nand2_1 > ha_1 > inv_1 > fa_1 > a211o_1 > a21oi_1 > o21ai_1 > and2_1 > a2111oi_2 > o31ai_1"
export IMPL_critPathKind="input pin to flop"
export IMPL_cts_tree="done"
export IMPL_routed_via_count=4033
export IMPL_postSynthCellCount=577
export IMPL_worst_pin_slew_ns=0.752
export IMPL_ys_seq_share_pct=42.5
export IMPL_cts_sinks=106
export IMPL_run_status="complete, no violations"
export IMPL_yosysUniqueCellTypes=63
export IMPL_topCellsByArea="dfxtp_1 (38%), ha_1 (5.3%), inv_1 (4.4%)"
export IMPL_adder_share_pct=5.72
export IMPL_synthesis_area_mm2=0.00516
export IMPL_critical_path_top_delay_family="AND-OR/OR-AND gates"
export IMPL_start_kind="input pin"
export IMPL_cts_path_max_buffers=2
export IMPL_num_antenna_cells=0
export IMPL_path_max_fanout=17
export IMPL_grt_overflow_total=0
export IMPL_track_usage_pct=22.6
export IMPL_path_buffers=3
export IMPL_ys_cells=577
export IMPL_cellPowerDensity_mw_per_mm2=300
export IMPL_final_cell_mix="dfxtp_1 (99), inv_1 (60), nor2_1 (60)"
export IMPL_setup_viol=0
export IMPL_numCtsBuffers=9
export IMPL_post_route_min_period_ns=4.24
export IMPL_totalPowerFinal_w=0.00169
export IMPL_gp_congestion=0.874
export IMPL_core_region_area_mm2=0.00991
export IMPL_edf_count=7
export IMPL_synth_warnings=3
export IMPL_ff_type="dfxtp_1"
export IMPL_grt_pass1_wl_mm=18.7
export IMPL_relSlewSlack_pct=49.9
export IMPL_antenna_found_initial=0
export IMPL_die_x_um=104
export IMPL_cts_root_buffer="clkbuf_8"
export IMPL_mux_area_share_pct=5.33
export IMPL_grt_pass1_vias=3775
export IMPL_routed_wl_mm=11.1
export IMPL_yosys_area_top_type_share_pct=38.4
export IMPL_drt_iter0_drc=182
export IMPL_finalCritPeriodShare_pct=69.5
export IMPL_power_leakage_nw=2.26
export IMPL_tns_ns=0
export IMPL_drive_gt1_share_pct=10.4
export IMPL_clk_pin_slew_ns=0.10
export IMPL_cap_violations=0
export IMPL_numSynthFlops=106
export IMPL_required_ns=6.34
export IMPL_dp_hpwl_mm=7.96
export IMPL_worst_clock_skew_ns=0.00823
export IMPL_slew_viol_final=0
export IMPL_hold_violations=0
export IMPL_cts_resized=0
export IMPL_fin_cells=729
export IMPL_clock_latency_ns=0.36
export IMPL_synthXorXnorAreaFrac_pct=4.07
power by group:
group	switching (W)	internal, W	total, W
clock network	0.000243	0.000164	0.000408
logic	0.000257	0.000217	0.000473
registers	0.0000373	0.000767	0.000804
cells by family after synthesis:
family,after synthesis
AND/OR/NAND/NOR,186
AND-OR/OR-AND,128
flip-flops,106
buffers and inverters,85
XOR/XNOR,24
multiplexers,24
adder cells (fa/ha/maj),23
other,1
cell usage after synthesis, drive strengths merged (14+ instances only):
library cell	n
clkbuf	19
nand2	29
nand3	21
inv	60
nor3	14
nor2	60
mux2	18
ha	22
dfxtp	99
o21ai	41
nor4	14
a21oi	24
metrics by stage:
step           hold slack (ns)  instance area, um2  worst slack, ns  util, %
6_report                 0.432                5610             1.86     56.6
5_1_grt                  0.437                5610             1.60     56.6
3_5_place_dp             0.411                5420             1.54     54.7
3_3_place_gp             0.407                5420             1.62     54.7
2_1_floorplan            0.400                5190             2.27        -
4_1_cts                  0.434                5610             1.93     56.6
sequential cells by signal, indices dropped and copies added, names as in the netlist:
signal         cells
db.d0.Q            1
divisor            8
led                8
db.u1.counter     27
remainder          8
db.d1.Q            1
db.d2.Q            1
btn_counter        4
quotient           8
counter           32
dividend           8
worst paths after layout:
path                            startpoint       to  slack [ns]  cells after the start
worst max-delay path                 reset   led[0]        1.86                     14
worst min-delay path               db.d0.Q  db.d1.Q        0.43                      0
worst min register to register     db.d0.Q  db.d1.Q        0.43                      0
worst max register to register  counter[2]   led[0]        2.56                     13
layer usage:
| layer | GRT usage [%] | routed length, um |
|---|---|---|
| met1 | 36.1 | 5370 |
| met2 | 34.6 | 4960 |
| met3 | 3.08 | 597 |
| met4 | 3.83 | 163 |
| met5 | 0 | 0 |
cell type report:
cell class              instances  area [um2]
clock buffers                  10         138
clock inverters                 6        50.0
fillers                       902        4300
inverters                      61         229
multi-input cells             394        2660
flip-flops and latches        106        2190
well taps                     133         166
repair buffers                 19         173
Power and IR drop assume default switching activity.
